--- /design/flow/run.sh ---
#!/bin/bash
# OpenROAD 26Q1-2900-gdf79404cd8, Yosys 0.63+post, stock flow scripts
make -C /OpenROAD-flow-scripts/flow DESIGN_CONFIG=/design/flow/config.mk WORK_HOME=/design/flow/orfs finish
--- /design/flow/config.mk ---
export PLATFORM = sky130hd
export DESIGN_NAME = Data_Mem
export DESIGN_NICKNAME = Data_Mem
export VERILOG_FILES = /design/flow/design.v
export SDC_FILE = /design/flow/constraint.sdc
export NUM_CORES = 4
export LEC_CHECK = 1
export CORE_UTILIZATION = 50
--- /design/flow/constraint.sdc ---
current_design Data_Mem

set clk_period 40.2
set clk_io_pct 0.2

create_clock -name clk0 -period $clk_period [get_ports {clk}]

set non_clock_inputs [all_inputs -no_clocks]
set_input_delay [expr $clk_period * $clk_io_pct] -clock clk0 $non_clock_inputs
set_output_delay [expr $clk_period * $clk_io_pct] -clock clk0 [all_outputs]
--- /design/flow/design.v ---
module Data_Mem#(parameter width = 32,parameter address_lines = 32 )
 (
    input clk, WE,
    input [width-1:0] WD, 
    input [address_lines-1:0] A, 
    output [width-1:0] RD
);
    reg [width-1:0] memory [0:width*2-1]; 
    always @(posedge clk) begin
        if (WE) begin
            memory[A] <= WD;
        end
    end
    assign RD = memory[A];
endmodule
==> results.toml <==
# generated from flow reports
[final_layout]
top_regs = "memory (2048)"
final_util_pct = 57.1
largest_reg_flops = 2048
post_layout_nonfiller_instances = 6583
syn_to_final_growth_pct = 12.9
fin_area_um2 = 88400
top_register = "memory"
drive_gt1_share_pct = 17.8

[placed_design]
gp_congestion = 0.907
dpl_worst_slack_ps = 19130
placedInstanceArea_um2 = 82100
dp_cells = 6206
io_buffers = 71
dp_hpwl_um = 118000

[route]
drt_iter0_drc = 2629
antenna_left = 0
met1_length_um = 73000
num_vias = 41700
wl_met3_um = 38100
drt-pass1-iter-count = 5
wire_per_inst_um = 32.3
drc_errors = 0
highest_layer = "met5"
via_per_inst = 6.34
drt-total-wl_um = 213000
wl_met2_um = 95600

[flow_run]
cap_violations = 0
tool_warnings = 52

[die]
ioPinCount = 98
core.rowCount = 144
dieArea_um2 = 158000
core_area_um2 = 155000
fp_util_pct = 50.6
dieHeight_um = 398
die_x_um = 398

[pwr]
p_per_area_nw_per_um2 = 49.9
clkPwrFrac_pct = 40.8
p_int_mw = 3.46
p_seq_share_pct = 53.7
switching_share_pct = 21.5
p_comb_share_pct = 5.5
p_leak_nw = 28.3
switchingPower_mw = 0.947
max-vdd-ir-drop_v = 0.0000438

[timing]
worst_slew_pin_slew_ps = 942
setup_violations = 0
relSlewSlack_pct = 36.5
hold_viol_final = 0
fin_ws_ps = 19080
final.setup.tns_ps = 0
min_period_ps = 21120
rsz0062_at_grt = "false"
fmax_mhz = 47.3
report.final.slew_viol_count = 0
finalCritPeriodShare_pct = 52.5

[logic_synthesis]
synth.distinct_cells = 55
edf_count = 2048
synth.cell_area_um2 = 78300
yosysCellCount = 4207
ys_seq_share_pct = 78.6
async_flop_share_pct = 0
top_cell_area_share_pct = 78.6
synth_flops = 2048
synth-area-yosys_um2 = 78300
synthTopCellsByArea = "edfxtp_1 79%, mux2i_1 3.3%, mux4_2 2.8%, mux2_2 2.1%, a221oi_1 2.0%"
flop_cell = "edfxtp_1"
top_area_cell = "edfxtp_1"
ys_warn_count = 1
synth_cells = 4207
synth.avg_cell_area_um2 = 18.6

[clocking]
cts-resized-gates = 0
htreeDepth = 4
cts_root_buf = "clkbuf_16"
cts_hold_buf = 0
cts_buffers = 204
cts.sinks = 2048
cts.path.max_buffers = 3
path_clk_slew_ps = 60
post_cts_buffers = 0
cts_tree = "done"

[global_route]
antenna_found_initial = 13
grt.overflow.total = 0
grt_max_degree = 93
grt_pass1_wl_um = 305000
grt_pass1_vias = 43200
track_usage_pct = 30.6

[setup_path]
critPathCaptureType = "primary output"
worstPathRequired_ps = 32160
critPathMaxFanout = 49
setup.worst_path.start = "A[0]"
worst_setup_path_start_kind = "input port"
worstSetupPathType = "in -> out"
worst-endpoint-arrival_ps = 13080

[hold_path]
hold_path.class = "in -> reg"
hp-start = "WD[10]"

[outcome]
status = "complete, no violations"
## cells in the final DEF, fill, tap and decap left out, drive strengths merged, types with 6 or more instances in the layout
| master | instances |
|---|---|
| a31oi | 43 |
| a222oi | 16 |
| mux2 | 147 |
| nand2 | 28 |
| a21oi | 121 |
| nand2b | 18 |
| nor2b | 8 |
| edfxtp | 2048 |
| a221oi | 175 |
| nand3 | 54 |
| nor2 | 145 |
| nor3 | 22 |
| a22o | 66 |
| bufinv | 13 |
| clkdlybuf4s50 | 36 |
| or4b | 14 |
| o221ai | 6 |
| a2111oi | 15 |
| a22oi | 188 |
| mux4 | 96 |
| nor4 | 14 |
| or4 | 15 |
| o22ai | 93 |
| clkbuf | 259 |
| o21ai | 85 |
| o2bb2ai | 15 |
| a221o | 15 |
| a211oi | 17 |
| clkinv | 97 |
| inv | 7 |
| buf | 217 |
| o22a | 70 |
| mux2i | 259 |
| and3 | 85 |
## critical path, stage by stage
cell,delay [ps]
buf_8,380
buf_4,450
buf_4,520
nor2b_4,60
buf_4,260
buf_4,400
a221oi_1,430
nor2_1,80
o21ai_0,680
o221ai_1,460
or4_1,720
clkdlybuf4s50_1,500
## cell type report
type / instances / area, um2
Sequential cell: 2048 / 61500
Antenna cell: 3 / 7.51
Inverter: 2 / 15.0
Tap cell: 2044 / 2560
Multi-Input combinational cell: 1859 / 16000
Clock inverter: 115 / 945
Fill cell: 11300 / 66400
Timing Repair Buffer: 253 / 1970
Clock buffer: 259 / 5380
## Yosys cell counts, drive strengths merged (6+ instances only)
library cell and number:
edfxtp 2048, mux2i 259, a22oi 188, a221oi 175, clkbuf 169, mux2 147, nor2 145, buf 129
a21oi 121, mux4 96, o22ai 93, and3 85, o21ai 85, o22a 70, a22o 66, nand3 54
a31oi 43, nand2 28, nor3 22, nand2b 18, a211oi 17, a222oi 16, a2111oi 15, a221o 15
o2bb2ai 15, or4 15, nor4 14, or4b 14, nor2b 8, o221ai 6
## path summary, 6_finish.rpt
check                 depth (start not counted)                  endpoint
worst max-delay path                         12                     RD[1]
worst min-delay path                          1  memory[33][10]$_DFFE_PP_
## per-stage QoR
step | hold slack [ps] | power (mW)
after global placement | 8440 | 2.65
after global routing | 7560 | 4.54
after floorplan | 8140 | 2.53
final | 7580 | 4.41
after detailed placement | 8440 | 2.65
after CTS | 7550 | 4.44
## power by group through the flow
| stage | Combinational [mW] | Sequential (mW) | Clock (mW) |
|---|---|---|---|
| 4_1_cts | 0.242 | 2.37 | 1.83 |
| 5_1_grt | 0.260 | 2.37 | 1.91 |
| 6_report | 0.242 | 2.37 | 1.80 |
## cell families after synthesis
group	synth area share, %
AOI/OAI and AO/OA	8.73
muxes	8.19
and+or+nand+nor	2.83
DFF	78.6
buffers and inverters	1.70
## metal layers
layer	track usage [%]	vias up
li1	-	17900
met1	42.3	20900
met2	41.3	2512
met3	24.1	352
met4	6.24	32
met5	3.09	-
Power figures rest on the tool's default switching activity, not on a simulated workload.
